[flow/design.v]
module systolic_loader_w(
    CLK, RST,
    i_Systolic_En_ID, i_Systolic_En_W, 
    o_Systolic_En_ID, o_Systolic_En_W);
output reg[32-1:0] o_Systolic_En_W;
output reg[6-1:0] o_Systolic_En_ID;
reg [32-1:0] En_Id_1buf;
reg [6-1:0] En_W_1buf;
input CLK,RST;
input [32-1:0] i_Systolic_En_W;
input [6-1:0] i_Systolic_En_ID;
always@(posedge CLK,posedge RST)
begin  
    if(RST) begin
        o_Systolic_En_ID <= 0;
        o_Systolic_En_W <= 0;
        En_Id_1buf <= 0;
        En_W_1buf <= 0;
    end
    else begin
        o_Systolic_En_ID <= i_Systolic_En_ID;
        o_Systolic_En_W <= i_Systolic_En_W;
    end
end
endmodule
[flow/run.sh]
#!/bin/bash
# OpenROAD 26Q1-2900-gdf79404cd8, Yosys 0.63+post, stock flow scripts
make -C /OpenROAD-flow-scripts/flow DESIGN_CONFIG=/design/flow/config.mk WORK_HOME=/design/flow/orfs finish
[flow/config.mk]
export PLATFORM = sky130hd
export DESIGN_NAME = systolic_loader_w
export DESIGN_NICKNAME = systolic_loader_w
export VERILOG_FILES = /design/flow/design.v
export SDC_FILE = /design/flow/constraint.sdc
export NUM_CORES = 4
export LEC_CHECK = 1
export CORE_AREA = 10 10 92 92
export DIE_AREA = 0 0 102 102
[flow/constraint.sdc]
current_design systolic_loader_w

set clk_period 1.0
set clk_io_pct 0.2

create_clock -name clk0 -period $clk_period [get_ports {CLK}]

set non_clock_inputs [all_inputs -no_clocks]
set_input_delay [expr $clk_period * $clk_io_pct] -clock clk0 $non_clock_inputs
set_output_delay [expr $clk_period * $clk_io_pct] -clock clk0 [all_outputs]
==> flow_metrics.tcl <==
# yosys + openroad results
set metrics [dict create \
    synth-seq-cells 38 \
    n_antenna_cell 0 \
    ys_chip_area_um2 954.7 \
    slew_headroom_pct 92.07 \
    synth_area_um2 954.7 \
    cts_tree "done" \
    p_sw_w 0.0005689 \
    stdcell_area_um2 1767 \
    ir_drop_mv 0.5932 \
    via_per_inst 3.103 \
    status "completed" \
    clockBufferDepth 2 \
    die_y_um 102 \
    start_kind "register" \
    grt_overflow 0 \
    end_kind "output port" \
    p_leak_nw 0.8120 \
    cts_sinks 38 \
    top_level_ports 78 \
    crit_chain "buf_2" \
    die_width_um 102 \
    tool_warnings 26 \
    seq_power_share_pct 55.5 \
    min_period_ps 966.7 \
    rows 29 \
    finalNonFillerCells 203 \
    tns_ps 0 \
    critPathBufInv 1 \
    rsz0062_at_grt "true" \
    yosys_warnings 1 \
    dieArea_um2 10400 \
    place_inst 195 \
    flop_area_um2 950.9 \
    comb_power_share_pct 9.0 \
    internal-power_w 0.002365 \
    maxCapViolCount 0 \
    htree_num_levels 2 \
    crit_fanout 1 \
    period_used_pct 96.67 \
    yosysUniqueCellTypes 2 \
    comb_cells 0 \
    syn_area_per_cell_um2 24.48 \
    placed_cell_area_um2 1866 \
    hold_ws_ps 313.3 \
    fillCellCount 658 \
    cts.root.buffer_cell "clkbuf_8" \
    antenna_found_initial 0 \
    cts_hold_buf 0 \
    crit_required_ps 800 \
    wl_per_cell_um 13.66 \
    worst_pin_slew_ps 118.9 \
    core-area_um2 6459 \
    drtIter0Drc 6 \
    report.final.slew_viol_count 0 \
    grt_max_degree 22 \
    switching_share_pct 19.39 \
    path_class "register to output port" \
    cp_slowest_stage_delay_ps 370 \
    detail_route.first_pass.iterations 3 \
    grt_pass1_wl_um 4146 \
    utilization_pct 27.35 \
    fp_util_pct 14.78 \
    dp_hpwl_um 2310 \
    p_clk_share_pct 35.5 \
    ys_seq_share_pct 99.61 \
    grt.total_usage_pct 5.209 \
    cp_top_family "flip-flops" \
    cp.arrival_ps 770 \
    combGateArea_um2 0 \
    finalHoldViolations 0 \
    syn_inst 39 \
    hold_path.class "primary input to asynchronous set/reset pin" \
    ant_nets 0 \
    yosysCellCount 39 \
    syn2layout_area_growth_pct 85.06 \
    place_congestion 0.6815 \
    cts_buffers 5 \
    final-setup-viol-count 0 \
    port_buffers 77 \
    power_density_nw_per_um2 1661 \
    drc 0 \
    route.vias.total 630 \
    routed_wl_um 2772 \
    cpMaxStageDelayCell "dfrtp_1" \
    fmax_mhz 1034 \
    drive_gt1_share_pct 38.10 \
    grt_pass1_vias 736 \
    clk_pin_slew_ps 70 \
]
## placed cells by master, fill, tap and decap left out
cell type,instances
dfrtp_1,38
buf_2,38
clkbuf_8,6
clkdlybuf4s50_1,39
clkbuf_1,1
buf_12,2
clkinvlp_4,1
clkinv_2,1
## power by group through the flow
stage         clock network [W]  logic, W  registers (W)
CTS                     0.00114  0.000275        0.00163
global route            0.00120  0.000293        0.00163
finish                  0.00104  0.000263        0.00163
## area by class of cell
class | instances | area share, %
Sequential cell | 38 | 53.82
Timing Repair Buffer | 79 | 35.13
Tap cell | 77 | 5.453
Clock buffer | 7 | 4.887
Inverter | 1 | 0.4249
Clock inverter | 1 | 0.2833
## registers in the layout, indices dropped and copies added, names as in the netlist
signal	flops
o_Systolic_En_W	32
o_Systolic_En_ID	6
## final timing paths
kind	startpoint	to	slack (ps)	cells after the start
max in group asynchronous	RST	o_Systolic_En_W[27]$_DFF_PP0_	540	3
min in group clk0	i_Systolic_En_W[2]	o_Systolic_En_W[2]$_DFF_PP0_	350	1
setup / recovery	o_Systolic_En_W[29]$_DFF_PP0_	o_Systolic_En_W[29]	30	1
hold / removal	RST	o_Systolic_En_W[3]$_DFF_PP0_	310	3
## what timing repair did
item | CTS | global route
setup buffers | 0 | 0
gates resized | 117 | 0
endpoints found under the setup margin | 38 | 10
## cell families after synthesis
logic type / count (synthesis) / synth area share (%)
flip-flops: 38 / 99.61
buffers and inverters: 1 / 0.3928
## cell usage after synthesis (all sizes together)
library cell	count	area share [%]
inv	1	0.39
dfrtp	38	100
## stage by stage
step,worst slack [ps],total power [W]
detailed placement,-13.83,0.002012
CTS,1.625,0.003044
floorplan,477.6,0.001664
finish,33.27,0.002934
global placement,-11.28,0.002009
global route,-22.47,0.003126
## metal layers
metal / share of wire, % / GRT usage [%] / up-vias / wire length [um]
met3: 14 / 3.817 / 0 / 400
met2: 49 / 8.049 / 50 / 1366
li1: - / - / 288 / -
met4: 0 / 1.085 / 0 / 0
met1: 36 / 5.723 / 292 / 1005
met5: 0 / 0 / - / 0
Power is estimated from default activity; no workload was simulated.
