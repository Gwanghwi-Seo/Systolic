==> flow/design.v <==
`timescale 1ns / 1ps
module psum_wb(
    CLK, 
    i_Psum_Bank0, i_Psum_Bank1, i_Psum_Bank2, i_Psum_Bank3,
    i_Psum_Bank4, i_Psum_Bank5, i_Psum_Bank6, i_Psum_Bank7,
    i_Psum_Bank8, i_Psum_Bank9, i_Psum_Bank10, i_Psum_Bank11,
    i_Psum_Bank12, i_Psum_Bank13, i_Psum_Bank14, i_Psum_Bank15,
    i_Psum_Bank16, i_Psum_Bank17, i_Psum_Bank18, i_Psum_Bank19,
    i_Psum_Bank20, i_Psum_Bank21, i_Psum_Bank22, i_Psum_Bank23,
    i_Psum_Bank24, i_Psum_Bank25, i_Psum_Bank26, i_Psum_Bank27,
    i_Psum_Bank28, i_Psum_Bank29, i_Psum_Bank30, i_Psum_Bank31,
    i_Psram_En, i_Valid_WB_Psum,
    o_Data_WB_Out, o_Valid_WB_Psum
);
input CLK;
input [24-1:0] i_Psum_Bank0, i_Psum_Bank1, i_Psum_Bank2, i_Psum_Bank3;
input [24-1:0] i_Psum_Bank4, i_Psum_Bank5, i_Psum_Bank6, i_Psum_Bank7;
input [24-1:0] i_Psum_Bank8, i_Psum_Bank9, i_Psum_Bank10, i_Psum_Bank11;
input [24-1:0] i_Psum_Bank12, i_Psum_Bank13, i_Psum_Bank14, i_Psum_Bank15;
input [24-1:0] i_Psum_Bank16, i_Psum_Bank17, i_Psum_Bank18, i_Psum_Bank19;
input [24-1:0] i_Psum_Bank20, i_Psum_Bank21, i_Psum_Bank22, i_Psum_Bank23;
input [24-1:0] i_Psum_Bank24, i_Psum_Bank25, i_Psum_Bank26, i_Psum_Bank27;
input [24-1:0] i_Psum_Bank28, i_Psum_Bank29, i_Psum_Bank30, i_Psum_Bank31;
input [32-1:0] i_Psram_En;
input i_Valid_WB_Psum;
output reg [24-1:0] o_Data_WB_Out;
output reg o_Valid_WB_Psum;
reg [32-1:0] Psram_En_1buf, Psram_En_2buf;
reg Valid_WB_Psum_1buf, Valid_WB_Psum_2buf;
always@(posedge CLK) begin
    Valid_WB_Psum_1buf <= i_Valid_WB_Psum;
    o_Valid_WB_Psum <= Valid_WB_Psum_1buf;
    Psram_En_1buf <= i_Psram_En;
    Psram_En_2buf <= Psram_En_1buf;
    o_Data_WB_Out <= i_Psum_Bank0 | i_Psum_Bank1 | i_Psum_Bank2 | i_Psum_Bank3 | 
                    i_Psum_Bank4 | i_Psum_Bank5 | i_Psum_Bank6 | i_Psum_Bank7 | 
                    i_Psum_Bank8 | i_Psum_Bank9 | i_Psum_Bank10 | i_Psum_Bank11 | 
                    i_Psum_Bank12 | i_Psum_Bank13 | i_Psum_Bank14 | i_Psum_Bank15 | 
                    i_Psum_Bank16 | i_Psum_Bank17 | i_Psum_Bank18 | i_Psum_Bank19 | 
                    i_Psum_Bank20 | i_Psum_Bank21 | i_Psum_Bank22 | i_Psum_Bank23 | 
                    i_Psum_Bank24 | i_Psum_Bank25 | i_Psum_Bank26 | i_Psum_Bank27 | 
                    i_Psum_Bank28 | i_Psum_Bank29 | i_Psum_Bank30 | i_Psum_Bank31;
end
endmodule
==> flow/run.sh <==
#!/bin/bash
# OpenROAD 26Q1-2900-gdf79404cd8, Yosys 0.63+post, stock flow scripts
make -C /OpenROAD-flow-scripts/flow DESIGN_CONFIG=/design/flow/config.mk WORK_HOME=/design/flow/orfs finish
==> flow/config.mk <==
export PLATFORM = sky130hd
export DESIGN_NAME = psum_wb
export DESIGN_NICKNAME = psum_wb
export VERILOG_FILES = /design/flow/design.v
export SDC_FILE = /design/flow/constraint.sdc
export NUM_CORES = 4
export LEC_CHECK = 1
export CORE_AREA = 10 10 321 321
export DIE_AREA = 0 0 331 331
==> flow/constraint.sdc <==
current_design psum_wb

set clk_period 1.3
set clk_io_pct 0.2

create_clock -name clk0 -period $clk_period [get_ports {CLK}]

set non_clock_inputs [all_inputs -no_clocks]
set_input_delay [expr $clk_period * $clk_io_pct] -clock clk0 $non_clock_inputs
set_output_delay [expr $clk_period * $clk_io_pct] -clock clk0 [all_outputs]
==> out/results.txt <==
Number of I/O port buffers = 794
OpenROAD warning count = 60
VDD IR-drop max = 0.4577 mV
Post-synth EDFFs = 0
Clock transition at the registers of the reported paths = 0.10 ns
Kind of start point of the critical path = primary input
Kind of end point of the critical path = flip-flop
Final clock period utilization by the worst path = 107.7%
Top cells by instance count after synthesis = sky130_fd_sc_hd__nor4_1, sky130_fd_sc_hd__nand4_1, sky130_fd_sc_hd__dfxtp_1
First-pass GRT wire length = 93120 um
Overall global routing resource usage = 13.72%
Core Area = 0.09628 mm2
Cell internal power dissipation = 3.345 mW
Via count = 7406
Clk Latency, worst-skew pair = 0.31 ns
Seq pwr share = 16.8%
Max Clock Freq = 714.5 MHz
Post-Route WL = 79320 um
Number of global-route vias before repair = 7874
Worst setup slack after layout = -0.09952 ns
Hold Crit Class = primary input to flip-flop
Sw power = 1.397 mW
Num ports = 827
Synthesized instance count = 290
Maximum clock path buffer count = 2
Overflow left after global routing = 0
Flops after synth = 26
Final estimated routing congestion in global placement = 0.9506
Chip area estimate from yosys synthesis = 0.002322 mm2
Final antenna-violating net count = 0
Die outline width = 331 um
Max-cap check violation count = 0
Cells in synth_stat.txt = 290
Synth Flop Type = sky130_fd_sc_hd__dfxtp_1
Routed len/inst = 31.91 um
Master cell of the clock root buffer = sky130_fd_sc_hd__clkbuf_16
Util after Layout = 14.26%
Leak = 4.923 nW
Ratio of cells with drive above 1 in the final layout = 19.09%
Final hold violations = 0
Initial Utilization = 2.412%
Initial antenna violation count = 134
Worst Path Required = 1.50 ns
Slew margin rel. = 36.71%
Relative contribution of combinational cells to total power = 63.6%
Max-slew violation count = 0
Mean number of vias per cell = 2.979
Ys Warns = 1
DR pass1 iterations = 4
Clock network fraction of total power = 19.6%
Final critical-path required period = 1.400 ns
Outcome = finished with violations
Critical path start-end classification = primary input to flip-flop
P&R area growth vs syn = 491.2%
Number of levels the H-tree was split into = 1
Arrival @ worst endpoint = 1.60 ns
Main area contributors = sky130_fd_sc_hd__nor4_1, sky130_fd_sc_hd__dfxtp_1, sky130_fd_sc_hd__nand4_1
Post-detail-place hpwl = 75900 um
Clock Sink Count = 26
Total setup violations reported at the end of the flow = 2
Fraction of post-synthesis cell area in the top cell type by area = 45.26%
Unique cell types = 5
Inserted Clock Buffers = 3
Fraction of synthesis flops using an asynchronous set or reset pin = 0%
Clock tree from TritonCTS = yes
FP Rows = 114
Post-synth top area cell = sky130_fd_sc_hd__nor4_1
Average footprint of a synthesized cell = 8.008 um2
Worst Path Max Fanout = 2
Worst Hold Slack = 0.3273 ns
Share of the yosys chip area belonging to registers = 22.41%
Post-detailed-route DRC marker count = 0
Layout filler cell count = 10.94k
Failing checks = setup timing
Maximum clock skew at final layout = 0.0004770 ns
Post-synthesis instance area = 0.002322 mm2
Worst-Margin Slew = 0.9423 ns
Power per cell area = 345.3 mW/mm2
Die Ht = 331 um
Iteration-0 DRC Markers = 267
Switching part of the total power = 29.46%
Chip area = 0.1096 mm2
Pin count of the biggest net entering global routing = 14
RSZ-0062 raised after global routing = yes
Top cell type by instance count after synthesis = sky130_fd_sc_hd__nor4_1
-- layer usage --
metal | wire length, um | track usage, % | vias up | share of wire (%)
met5 | 1138 | 0 | - | 1.4
met4 | 1438 | 2.058 | 174 | 1.8
met3 | 15460 | 12.99 | 239 | 19
met2 | 32640 | 19.60 | 598 | 41
met1 | 28640 | 14.91 | 3214 | 36
li1 | - | - | 3181 | -
-- critical path: stages --
cell	delay (ns)
sky130_fd_sc_hd__buf_6	0.09
sky130_fd_sc_hd__nor4_4	0.83
sky130_fd_sc_hd__nand4_1	0.15
sky130_fd_sc_hd__or2_1	0.26
-- sequential cells by signal, summed over array words and instances (netlist names) --
signal,cells
o_Valid_WB_Psum,1
Valid_WB_Psum_1buf,1
o_Data_WB_Out,24
-- power by group through the flow --
stage	Combinational [mW]	Clock, mW	Sequential, mW
4_1_cts	3.00	1.01	0.798
5_1_grt	3.17	0.980	0.798
6_report	3.02	0.927	0.798
-- placed cells by master (no fill, tap or decap), drive strengths merged, types with 10 or more instances in the layout --
| cell type | Yosys | layout |
|---|---|---|
| buf | 0 | 106 |
| or2 | 24 | 24 |
| dfxtp | 26 | 26 |
| nand4 | 48 | 48 |
| clkdlybuf4s50 | 0 | 602 |
| diode | 0 | 21 |
| nor4 | 192 | 192 |
| dlygate4sd2 | 0 | 95 |
| clkdlybuf4s15 | 0 | 10 |
| dlymetal6s2s | 0 | 79 |
-- final cells by class --
| type | instances | area [um2] | area share (%) |
|---|---|---|---|
| repair buffers | 896 | 8798 | 64.08 |
| multi-input cells | 264 | 2674 | 19.48 |
| well taps | 1276 | 1597 | 11.63 |
| flip-flops and latches | 26 | 533.0 | 3.882 |
| clock buffers | 3 | 75.07 | 0.5468 |
| diodes | 21 | 52.55 | 0.3828 |
-- through the flow --
step	setup WS, ns	area (um2)	power [mW]	setup TNS [ns]	std cells
after floorplan	0.3592	2322	0.9355	0	290
after global placement	-1.154	12690	3.734	-13.41	2464
after detailed placement	-1.059	12690	3.731	-13.08	2464
after CTS	-0.1213	13200	4.814	-0.1213	2466
after global routing	-0.09206	13690	4.946	-0.1174	2471
final	-0.09952	13730	4.741	-0.1016	2486
-- cell families (layout without fill, tap and decap cells) --
kind of cell,count (synthesis),in the layout,synth area share (%)
AND/OR/NAND/NOR,264,264,77.59
flip-flops,26,26,22.41
buffers and inverters,0,899,0
other,0,21,0
-- final timing paths --
path	startpoint	to	slack [ns]	cells after the start
max reg2reg	Valid_WB_Psum_1buf	o_Valid_WB_Psum	0.90	0
min	i_Psum_Bank21[2]	o_Data_WB_Out[2]	0.33	4
min reg2reg	Valid_WB_Psum_1buf	o_Valid_WB_Psum	0.34	0
max	i_Psum_Bank17[2]	o_Data_WB_Out[2]	-0.1	4
-- timing repair --
item / CTS / global route
setup endpoints to repair: 43 / 22
buffers inserted: 0 / 0
hold buffers: 0 / 0
pin swaps: 47 / 91
cloned: 0 / 0
gates resized: 200 / 151
Power and IR drop assume default switching activity.
