$ cat design/flow/run.sh
#!/bin/bash
# OpenROAD 26Q1-2900-gdf79404cd8, Yosys 0.63+post, stock flow scripts
make -C /OpenROAD-flow-scripts/flow DESIGN_CONFIG=/design/flow/config.mk WORK_HOME=/design/flow/orfs finish
$ cat design/flow/design.v
`timescale 1ns / 1ps
module sram_buffer #(parameter WIDTH=8) (clka, ena, wea, douta, douta_buf);
input clka, ena, wea;
input [WIDTH-1:0] douta;
output [WIDTH-1:0] douta_buf;
reg [WIDTH-1:0] r_douta_buf;
assign douta_buf = r_douta_buf;
always @(posedge clka) begin
    if (ena & ~wea)
        r_douta_buf <= douta;
    else
        r_douta_buf <= 0;
end
endmodule
$ cat design/flow/config.mk
export PLATFORM = sky130hd
export DESIGN_NAME = sram_buffer
export DESIGN_NICKNAME = sram_buffer
export VERILOG_FILES = /design/flow/design.v
export SDC_FILE = /design/flow/constraint.sdc
export NUM_CORES = 4
export LEC_CHECK = 1
export CORE_AREA = 10 10 70 70
export DIE_AREA = 0 0 80 80
$ cat design/flow/constraint.sdc
current_design sram_buffer

set clk_period 1.0
set clk_io_pct 0.2

create_clock -name clk0 -period $clk_period [get_ports {clka}]

set non_clock_inputs [all_inputs -no_clocks]
set_input_delay [expr $clk_period * $clk_io_pct] -clock clk0 $non_clock_inputs
set_output_delay [expr $clk_period * $clk_io_pct] -clock clk0 [all_outputs]
==> impl_metrics.py <==
# Auto-generated metrics
metrics = {
    "final_timing": {
        "finalSetupViolations": 0,
        "max_clock_freq_mhz": 1028,
        "tightest_slew_ps": 175.7,
        "postLayoutSetupSlackWorst_ps": 27.13,
        "drv_slew": 0,
        "fin_crit_ps": 972.9,
        "grt_setup_unrepaired": "false",
        "min_period_over_period": 0.9729,
        "timing_hold_violations_final": 0,
        "maxSlewHeadroom": 0.8825,
    },
    "floorplanning": {
        "floorplan.rows": 21,
        "floorplan.core_area_um2": 3416,
        "core_util_floorplan": 0.06740,
        "dieHeight_um": 80,
        "dieWidth_um": 80,
        "chip_area_um2": 6400,
        "io_pins": 19,
    },
    "global_routing": {
        "grt_first_pass_wirelength_um": 952,
        "groute.usage.overall": 0.01977,
        "grt-ovfl-total": 0,
        "grt_start_max_net_pins": 9,
        "number_of_global_route_vias_before_repair": 232,
        "grt_antenna_before_repair": 0,
    },
    "route": {
        "postRouteWirelength_um": 687,
        "vias_per_cell": 2.337,
        "drtIter0Drc": 4,
        "detailroute.via_count": 194,
        "wl_per_cell_um": 8.277,
        "ant_nets": 0,
        "drc": 0,
        "insertedDiodeCount": 0,
        "drt_pre_antenna_iters": 2,
    },
    "yosys": {
        "top_post_synthesis_cells_by_area": "sky130_fd_sc_hd__dfxtp_1 70%, sky130_fd_sc_hd__and3b_1 30%",
        "synthDominantAreaCellType": "sky130_fd_sc_hd__dfxtp_1",
        "count_of_cell_types_in_the_netlist": 2,
        "synth_area_per_cell_um2": 14.39,
        "postSynthRegisterBits": 8,
        "syn-cell-area_um2": 230.2,
        "synth_cells": 16,
        "yosys.area.top_type_share": 0.6957,
        "synth.yosys.chip_area_um2": 230.2,
        "yosys-stat-cells": 16,
        "synth_sequential_area_ratio": 0.6957,
        "synth_warn": 1,
    },
    "setup_path": {
        "endpoint_kind": "output port",
        "criticalPathCategory": "reg2out",
        "worstPathCellList": "dlygate4sd2_1",
        "cp_slowest_stage_delay_ps": 290,
        "critPathBufInv": 1,
        "timing.critical_path.required_ps": 800,
        "critPathLaunchType": "flip-flop",
        "critPathTopFamily": "flip-flops",
        "cpMaxStageDelayCell": "sky130_fd_sc_hd__dfxtp_1",
        "worstPathArrival_ps": 770,
        "worst-path-max-fanout": 1,
    },
    "cts": {
        "cts_num_sinks": 8,
        "tritoncts": "built",
        "cts.path.max_buffers": 2,
        "post_cts.repair.setup_buffers": 0,
        "cts_inserted_buffers": 3,
        "cts.reportedPaths.clkPinSlew_ps": 50,
        "level_count_of_the_clock_h_tree": 1,
        "cts_root_buf": "sky130_fd_sc_hd__clkbuf_4",
    },
    "power": {
        "static-leakage-power_nw": 0.2297,
        "power.ir.vdd_worst_mv": 0.3613,
        "power_per_cell_area_nw_per_um2": 1301,
        "fin_total_pwr_mw": 0.6301,
    },
    "placed_design": {
        "dp_worst_setup_slack_ps": -76.26,
        "gpl.final_weighted_congestion": 0.6598,
        "placed_area_um2": 467.9,
        "numPortBuffers": 18,
    },
    "cells_and_area": {
        "logic_area_um2": 70.07,
        "stdcell_area_um2": 484.2,
        "largest-register": "r_douta_buf",
        "seq_area_um2": 161.4,
        "largest_register_ffs": 8,
        "biggestRegsByFlops": "r_douta_buf: 8 flops",
        "layout-drive-gt1-share": 0.1081,
        "area_growth_syn_to_layout_pct": 110.3,
        "num-fill-cells": 414,
    },
    "outcome": {
        "run_status": "finished, final reports clean",
    },
    "flow_run": {
        "stage_log_warnings": 25,
        "cap_violations": 0,
    },
    "hold_path": {
        "worst_hold_path_type": "in2reg",
    },
}
cells in the mapped netlist:
library cell	instances
sky130_fd_sc_hd__dfxtp_1	8
sky130_fd_sc_hd__and3b_1	8
report_power, final:
part | internal [mW] | leakage, nW | switching [mW]
clock | 0.136 | 0.0138 | 0.0888
sequential | 0.333 | 0.0661 | 0.00259
combinational | 0.0552 | 0.150 | 0.0147
kinds of logic after synthesis:
| kind of cell | Yosys count | share of synthesized area |
|---|---|---|
| DFF | 8 | 0.6956 |
| and+or+nand+nor | 8 | 0.3044 |
cell type report:
| type | count | share of cell area |
|---|---|---|
| flip-flops and latches | 8 | 0.3333 |
| clock buffers | 3 | 0.04651 |
| repair buffers | 18 | 0.3566 |
| well taps | 46 | 0.1189 |
| multi-input cells | 8 | 0.1447 |
per-stage QoR:
step / utilization / hold WS [ps] / setup TNS (ps) / instances
after global routing: 0.1418 / 541.0 / 0 / 83
after detailed placement: 0.1370 / 800.7 / -566.1 / 80
after CTS: 0.1410 / 536.7 / 0 / 83
final: 0.1418 / 545.4 / 0 / 83
after global placement: 0.1370 / 798.7 / -378.1 / 80
after floorplan: - / 355.7 / 0 / 16
cell usage in the layout, fill, tap and decap left out:
cell	Yosys	routed
sky130_fd_sc_hd__dlygate4sd2_1	0	6
sky130_fd_sc_hd__dfxtp_1	8	7
sky130_fd_sc_hd__clkbuf_4	0	3
sky130_fd_sc_hd__clkdlybuf4s50_1	0	10
sky130_fd_sc_hd__clkdlybuf4s15_1	0	2
sky130_fd_sc_hd__dfxtp_2	0	1
sky130_fd_sc_hd__and3b_1	8	8
per-layer routing:
layer | vias to the layer above | share of wire | global-route usage
met4 | 0 | 0 | 0.008803
met5 | - | 0 | 0
li1 | 98 | - | -
met1 | 85 | 0.34 | 0.01279
met2 | 11 | 0.56 | 0.03933
met3 | 0 | 0.10 | 0.01364
timing repair:
action                     in CTS  in global routing
hold buffers                    0                  0
resized                         9                  2
setup endpoints to repair       8                  1
final timing paths:
check,start,to,cells after the start
max,r_douta_buf[5],douta_buf[5],1
min,douta[5],r_douta_buf[5],2
No activity file was given, so power comes from the tool's default toggle rates.
